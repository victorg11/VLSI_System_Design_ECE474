**flow/design.v**
```verilog
module gcd_ctrl
	(input start				,
	input reset_n				,
	input clk					,
	input registers_equal		,
	input register_a_smaller	,
	output swap_registers		,
	output subtract_registers	,
	output done_flag			);
	enum logic [1:0] {
		TEST = 2'h0,
		SWAP = 2'h1,
		SUBT = 2'h2,
		DONE = 2'h3
	} ps, ns;
	always_ff @(posedge clk, negedge reset_n) begin
		if (~reset_n)			ps <= DONE;
		else					ps <= ns;
	end
	always_comb
		case (ps)
			DONE:	if (start)						ns = TEST;
					else							ns = DONE;
			TEST:	if (registers_equal)			ns = DONE;
					else if (register_a_smaller)	ns = SWAP;
					else 							ns = SUBT;
			SWAP:									ns = SUBT;
			SUBT:									ns = TEST;
		endcase
	assign swap_registers		= (ns == SWAP);
	assign subtract_registers	= (ns == SUBT);
	assign done_flag			= (ns == DONE && ps == TEST);
endmodule
```
**flow/run.sh**
```bash
#!/bin/bash
# OpenROAD 26Q1-2900-gdf79404cd8, Yosys 0.63+post, stock flow scripts
make -C /OpenROAD-flow-scripts/flow DESIGN_CONFIG=/design/flow/config.mk WORK_HOME=/design/flow/orfs finish
```
**flow/config.mk**
```make
export PLATFORM = sky130hd
export DESIGN_NAME = gcd_ctrl
export DESIGN_NICKNAME = gcd_ctrl
export VERILOG_FILES = /design/flow/design.v
export SDC_FILE = /design/flow/constraint.sdc
export NUM_CORES = 4
export LEC_CHECK = 1
export CORE_AREA = 10 10 70 70
export DIE_AREA = 0 0 80 80
```
**flow/constraint.sdc**
```tcl
current_design gcd_ctrl

set clk_period 1.8
set clk_io_pct 0.2

create_clock -name clk0 -period $clk_period [get_ports {clk}]

set non_clock_inputs [all_inputs -no_clocks]
set_input_delay [expr $clk_period * $clk_io_pct] -clock clk0 $non_clock_inputs
set_output_delay [expr $clk_period * $clk_io_pct] -clock clk0 [all_outputs]
```
==> flow_summary.toml <==
# yosys + openroad results
[outcome]
outcome = "completed"

[synth]
ys_warn_count = 1
top_cells_by_count = "sky130_fd_sc_hd__dfrtp_1, sky130_fd_sc_hd__a21o_2, sky130_fd_sc_hd__nor3b_2"
synth.top_cell.area_share_pct = 37.7
syn-instance-count = 15
enable_flop_cells = 0
netlist.top_cell.by_area = "sky130_fd_sc_hd__dfrtp_1"
topCellsByArea = "sky130_fd_sc_hd__dfrtp_1, sky130_fd_sc_hd__dfstp_2, sky130_fd_sc_hd__nor3b_2"
mapped_cell_area_um2 = 199
synth_seq_share_pct = 50.9
post-synth-top-count-cell = "sky130_fd_sc_hd__dfrtp_1"
synth-main-ff-cell = "sky130_fd_sc_hd__dfrtp_1"
synth.ff_latch_count = 4
postSynth.asyncResetShare_pct = 100
synth.yosys.chip_area_um2 = 199
yosys_cells = 15
netlist-cell-type-count = 11
synth_area_per_cell_um2 = 13.3

[global_routing]
grt_first_pass_wirelength_um = 1100
grt_use_total_pct = 2.34
globalRouteOverflowTotal = 0
grt_pass1_vias = 203
grt_max_degree = 6
grt_antenna_before_repair = 0

[final_timing]
tightestPinTransition_ns = 0.184
setup_tns_ns = 0
timing.max_slew.rel_slack_pct = 87.7
unrepaired_setup_endpoints_after_global_routing = "no"
post-route-period-util_pct = 95.3
hold_viol = 0
fin_skew_ns = 0.0215
final.hold.worst_slack_ns = 0.301
max_freq_mhz = 583
timing.final.max_slew_violations = 0
post-route-min-period_ns = 1.72
setup_viol = 0

[hold_path]
kind_of_path_behind_the_tightest_hold_check = "in -> async"

[clock_tree]
cts.sink_count = 4
htree_num_levels = 1
clock.latency.late_pin_ns = 0.26
worst_setup_hold_path_clk_slew_ns = 0.06
max-clock-path-buffers = 2
clock_tree_from_tritoncts = "done"
holdBufCountCts = 0
numCtsBuffers = 3
clock_tree_root = "sky130_fd_sc_hd__clkbuf_4"

[finish]
biggest_regs = "ps x4"
max_ffs_per_register = 4
nFillCells = 415
drive_above_1_share_pct = 37.0
multiInputGateArea_um2 = 103
largest_register = "ps"
final-instance-count-excl-fill = 73
flow.area_growth_from_synthesis_pct = 79.9
storage_cell_area_um2 = 101

[worst_setup_path]
slowest_delay_ns = 0.52
crit_path_end_kind = "output port"
cell_chain_critical_path = "nor2b_4 > buf_4 > o21a_1 > dlygate4sd2_1"
timing_worst_setup_path_type = "reg -> out"
cp_data_arrival_time_ns = 1.36
crit_path_top_delay_cell = "sky130_fd_sc_hd__dfstp_2"
critical_path_required_time_ns = 1.44
crit_path_start_kind = "flip-flop"
worst_setup_path_startpoint = "ps[0]$_DFF_PN1_"
rr_startpoint = "ps[1]$_DFF_PN0_"
timing.critical_path.fanout_max = 4

[power_and_ir_drop]
power_frac_seq_pct = 38.2
fraction_of_power_consumed_by_combinational_cells_pct = 5.1
net-switching-power_uw = 55.5
clkPwrFrac_pct = 56.7
internal_dissipation_uw = 181
ir_worst_vdd_uv = 152
power_density_over_the_cells_mw_per_mm2 = 660
leakagePower_nw = 0.180
p_sw_share_pct = 23.5
total_power_uw = 236

[floorplanning]
io_pins = 8
die_w_um = 80
rows = 21
die_h_um = 80
floorplan.initialDensity_pct = 5.82
die_area_mm2 = 0.00640
fp.coreArea_mm2 = 0.00342

[route]
via_per_inst = 2.25
drt_pass1_iterations = 2
drt_wl_total_um = 590
detailedRoute.firstIterationViolations = 2
via_count = 164
routed_wire_length_per_instance_um = 8.08
detail-route-antenna-nets = 0
insertedDiodeCount = 0
remaining_drc_errors = 0

[flow_run]
drv_cap = 0
warning_count = 25

[placement]
buffer_ports.inserted = 7
final_weighted_congestion_in_routability_driven_placement = 0.688
numPlacedInstances = 68
## final timing paths
| check | to | slack, ns | cells past startpoint |
|---|---|---|---|
| max in group asynchronous | ps[0]$_DFF_PN1_ | 1.24 | 1 |
| worst min register to register | ps[1]$_DFF_PN0_ | 0.41 | 1 |
| worst min-delay path | ps[3]$_DFF_PN0_ | 0.30 | 1 |
| worst max register to register | ps[2]$_DFF_PN0_ | 0.85 | 2 |
| worst max-delay path | done_flag | 0.08 | 4 |
| min in group clk0 | ps[1]$_DFF_PN0_ | 0.41 | 1 |
## placed cells by master, fill, tap and decap left out, drive strengths merged
cell           count
buf                1
and3b              1
dfstp              1
clkdlybuf4s50      1
nor3b              2
or2                1
dlygate4sd2        6
nor2b              2
o21a               1
o21ba              1
dfrtp              3
clkbuf             4
a21o               3
## stage by stage
stage               util [%]  setup WS [ns]  instance area (µm²)
detailed placement      9.56         -0.289                  327
global placement        9.56         -0.273                  327
global route            10.5        0.00390                  358
CTS                     10.5         0.0853                  358
finish                  10.5         0.0846                  358
floorplan                  -          0.618                  199
## power groups by stage
stage	Sequential [mW]	Combinational (mW)	Clock, mW
4_1_cts	0.0903	0.0122	0.136
5_1_grt	0.0902	0.0139	0.146
6_report	0.0903	0.0120	0.134
## kinds of logic (layout without fill, tap and decap cells)
| group | count (synthesis) | in the layout | synth area share [%] |
|---|---|---|---|
| simple gates | 6 | 6 | 27.7 |
| compound gates | 5 | 5 | 21.4 |
| flops | 4 | 4 | 50.9 |
| buf+inv | 0 | 12 | 0 |
## metal layers
metal	global-route usage, %	part of all wire [%]	up-vias
li1	-	-	77
met1	3.21	54	76
met2	2.25	25	11
met3	2.61	21	0
met4	0.352	0	0
met5	0	0	-
## cell type report
class	count	area share, %
sequential	4	28.3
clock buffer	4	7.34
multi-input combinational	11	28.7
timing repair buffer	8	19.6
tap	46	16.1
## repair_timing
action | in CTS | in global routing
hold endpoints to repair | 0 | 0
setup endpoints to repair | 3 | 0
gates resized | 7 | 0
setup buffers | 1 | 0
## critical path: cells and delay by family, from the launching register on
kind	cells	cell delay (ns)
flip-flops	1	0.52
buffers and inverters	2	0.33
AND/OR/NAND/NOR	1	0.18
AND-OR/OR-AND	1	0.09
Power figures rest on the tool's default switching activity, not on a simulated workload.
