## flow/config.mk

```make
export PLATFORM = sky130hd
export DESIGN_NAME = no_glitch
export DESIGN_NICKNAME = no_glitch
export VERILOG_FILES = /design/flow/design.v
export SDC_FILE = /design/flow/constraint.sdc
export NUM_CORES = 4
export LEC_CHECK = 1
export CORE_AREA = 10 10 70 70
export DIE_AREA = 0 0 80 80
```

## flow/run.sh

```bash
#!/bin/bash
# OpenROAD 26Q1-2900-gdf79404cd8, Yosys 0.63+post, stock flow scripts
make -C /OpenROAD-flow-scripts/flow DESIGN_CONFIG=/design/flow/config.mk WORK_HOME=/design/flow/orfs finish
```

## flow/design.v

```verilog
module no_glitch(
  input go, ws, clk, reset_n,
  output rd, ds);
  enum reg [3:0]{
  IDLE = 4'b00_00,
  READ = 4'b01_01,
  DLY  = 4'b01_10,
  DONE = 4'b10_11} no_glitch_ps, no_glitch_ns;
  always_ff @(posedge clk, negedge reset_n)
  begin
    if (!reset_n)  no_glitch_ps <= IDLE;
    else no_glitch_ps <= no_glitch_ns;
  end
  always_comb
  begin
    unique case (no_glitch_ps)
      IDLE: begin
        if(go) no_glitch_ns = READ;
        else no_glitch_ns = IDLE;
      end
      READ: no_glitch_ns = DLY;
      DLY: begin
        if(!ws) no_glitch_ns = DONE;
        else no_glitch_ns = READ;
      end
      DONE: no_glitch_ns = IDLE;
    endcase
  end
  assign {ds,rd} = no_glitch_ps[3:2];
endmodule
```

## flow/constraint.sdc

```tcl
current_design no_glitch

set clk_period 1.2
set clk_io_pct 0.2

create_clock -name clk0 -period $clk_period [get_ports {clk}]

set non_clock_inputs [all_inputs -no_clocks]
set_input_delay [expr $clk_period * $clk_io_pct] -clock clk0 $non_clock_inputs
set_output_delay [expr $clk_period * $clk_io_pct] -clock clk0 [all_outputs]
```

==> flow_summary_export.csv <==
group,metric,value,unit
run_status,status,"finished, final reports clean",
final_timing,setup_viol,0,
pwr,p_int,471,uW
detailed_routing,drc,0,
cts,root_buffer,"clkbuf_4",
place,hpwl,418,um
synthesis,avgSynthCellArea,10.2,um2
pwr,max-vdd-ir-drop,0.345,mV
final_timing,setup-tns-final,0,ns
worst_setup_path,reg2regPathDepth,3,
global_routing,gr-usage-met2,2.09,%
run,warnings,25,
global_routing,grt_antenna_before_repair,0,
global_routing,met1_usage,2.60,%
detailed_routing,ant_nets,0,
layout,drive_gt1_share,41.9,%
layout,mostFrequentLayoutCells,"clkbuf_4, clkdlybuf4s50_1, dfrtp_1, buf_4",
cts,clock_path_buffers,2,
floorplan,die_h,80,um
final_timing,rsz0062_at_grt,"false",
synthesis,postSynthSeqShare,49.1,%
worst_setup_path,critical_path_depth,3,
layout,flop_area,101,um2
worst_setup_path,worst_ep_required_time,1.30,ns
worst_setup_path,crit_arrival,1.21,ns
pwr,power.switching,239,uW
place,placed_cells,72,
floorplan,rows,21,
synthesis,synth.cell_area,204,um2
layout,largest_reg_flops,4,
worst_setup_path,cp_max_fo,6,
worst_setup_path,cpPeakStageDelay,0.44,ns
pwr,switching_share,33.6,%
final_timing,fin_ws,0.0867,ns
detailed_routing,first_iter_violations,10,
pwr,power,710,uW
worst_setup_path,cp_cell_sequence,"or2_2 -> a21oi_2 -> a311oi_2",
detailed_routing,viasPerCell,2.60,
floorplan,die_w,80,um
pwr,clock_power_share,23.2,%
cts,clkLatencyLatePin,0.23,ns
floorplan,pin_count,6,
cts,ctsHoldBuffers,0,
detailed_routing,post_drt_wl_per_cell,8.04,um
layout,syn_to_final_growth,82.8,%
final_timing,tightest_slew,0.262,ns
detailed_routing,num_vias,200,
global_routing,grt_max_degree,7,
global_routing,grt_util_met3,1.59,%
final_timing,report.final.slew_viol_count,0,
synthesis,netlist_instances,20,
synthesis,ys_seq_elements,4,
global_routing,grt_first_pass_wirelength,931,um
synthesis,yosys_warnings,1,
detailed_routing,first_pass_iters,2,
worst_hold_path,min_path_type,"in2async",
cts,clock-sinks,4,
place,place.gp.congestion,0.707,
final_timing,period_used_share,92.8,%
global_routing,grt_pass1_vias,218,
worst_setup_path,start_kind,"register",
floorplan,chipArea,6400,um2
final_timing,period_minus_slack,1.11,ns
synthesis,synth_cell_types,14,
worst_setup_path,critPathBufInv,0,
cts,clk_pin_slew,0.04,ns
cts,cts_tree,"built",
place,dp_slack,-0.111,ns
detailed_routing,antenna-diode-count,0,
detailed_routing,finalWirelength,619,um
layout,finalNonFillerCells,77,
pwr,p_seq_share,35.5,%
place,port_buffers,5,
final_timing,maxSlewHeadroom,82.4,%
worst_setup_path,crit_family,"flip-flops",
global_routing,overflow,0,
synthesis,synth_chip_area,204,um2
final_timing,fmax,898,MHz
layout,nFillCells,401,
final_timing,hold_viol,0,
cts,h-tree-depth,1,
cts,cts_made_buffers,3,
worst_setup_path,critPathSlowestCell,"dfrtp_2",
synthesis,yosys_cells,20,
global_routing,busiest_layer,"met1",
pwr,power_frac_comb,41.2,%
floorplan,fp_util,5.97,%
worst_setup_path,crit_type,"reg2reg",
global_routing,grt_use_total,1.92,%
floorplan,design.core.area,3420,um2
run,drv_cap,0,
layout,comb_area,118,um2
pwr,pwr_density_cell,1900,nW/um2
layout,reg_top3,"no_glitch_ps x4",
worst_setup_path,end_kind,"register",
layout,regMostFlops,"no_glitch_ps",
final_timing,fin_skew,0.00101,ns
pwr,leakage,0.143,nW
worst reg2reg max path, stage by stage, from the launching register on:
cell and delay [ns]:
dfrtp_2 0.44, or2_2 0.32, a21oi_2 0.16, a311oi_2 0.06
path summary, 6_finish.rpt:
check,from,to,slack [ns]
setup / recovery,no_glitch_ps[1]$_DFF_PN0_,no_glitch_ps[2]$_DFF_PN0_,0.09
setup reg to reg,no_glitch_ps[1]$_DFF_PN0_,no_glitch_ps[2]$_DFF_PN0_,0.09
hold / removal,reset_n,no_glitch_ps[2]$_DFF_PN0_,0.21
max in group asynchronous,reset_n,no_glitch_ps[1]$_DFF_PN0_,0.82
min in group clk0,no_glitch_ps[1]$_DFF_PN0_,no_glitch_ps[2]$_DFF_PN0_,0.56
hold reg to reg,no_glitch_ps[1]$_DFF_PN0_,no_glitch_ps[2]$_DFF_PN0_,0.56
layout make-up:
cell class              count  share of cell area [%]
multi-input cells          15                    31.5
flip-flops and latches      4                    27.2
repair buffers              8                    18.8
well taps                  46                    15.4
clock buffers               3                    6.04
inverters                   1                    1.01
metrics by stage:
step / cell area [um2] / hold WS (ns) / util (%)
after floorplan: 204 / -0.0556 / -
after global placement: 319 / 0.448 / 9.34
after detailed placement: 319 / 0.454 / 9.34
after CTS: 363 / 0.201 / 10.6
after global routing: 373 / 0.213 / 10.9
final: 373 / 0.208 / 10.9
cell families (layout without fill, tap and decap cells):
family | count (synthesis) | after routing | share of synthesized area (%)
AND/OR/NAND/NOR | 9 | 9 | 28.8
AND-OR/OR-AND | 5 | 5 | 15.3
flip-flops | 4 | 4 | 49.1
multiplexers | 1 | 1 | 4.91
buffers and inverters | 1 | 12 | 1.84
layer usage:
metal  up-vias  share of wire (%)
met4         0                1.6
met2         8                 32
li1         98                  -
met5         -                  0
met1        92                 55
met3         2                 11
power by group through the flow:
stage                 Combinational [mW]  Sequential (mW)  Clock (mW)
after CTS                          0.254            0.246       0.176
after global routing               0.322            0.261       0.179
final                              0.293            0.252       0.165
synth_stat cells, drive strengths merged:
cell	number	area (um2)
dfrtp	4	100
a21oi	2	10.0
nand3b	2	15.0
nor2	2	10.0
nor2b	2	12.5
a211oi	1	7.51
a311oi	1	8.76
and3	1	11.3
inv	1	3.75
mux2i	1	10.0
nand2	1	3.75
o21ai	1	5.00
or2	1	6.26
what timing repair did:
item / CTS / global route
setup buffers: 2 / 0
endpoints found under the setup margin: 2 / 1
pin swaps: 0 / 1
resized: 4 / 3
No activity file was given, so power comes from the tool's default toggle rates.
