==> /design/flow/design.v <==
module alu(
  input [7:0] in_a,            
  input [7:0] in_b,            
  input [3:0] opcode,          
  output reg [7:0] alu_out,    
  output reg alu_zero,   
  output reg      alu_carry   
  );
  parameter c_add = 4'h1;
  parameter c_sub = 4'h2;
  parameter c_inc = 4'h3;
  parameter c_dec= 4'h4;
  parameter c_or = 4'h5;
  parameter c_and = 4'h6;
  parameter c_xor = 4'h7;
  parameter c_shr = 4'h8;
  parameter c_shl = 4'h9;
  parameter c_onescomp = 4'hA;
  parameter c_twoscomp = 4'hB;
  reg [8:0] temp;  
  reg zero;
  always @(opcode, in_a, in_b)
  begin
    case(opcode)
      c_add:
        temp = in_a + in_b;
      c_sub:
        temp = in_a - in_b;
      c_inc:
        temp = in_a + 1;
      c_dec:
        temp = in_a - 1;
      c_or:
        temp[7:0] = in_a | in_b;
      c_and:
        temp[7:0] = in_a & in_b;
      c_xor:
        temp[7:0] = in_a ^ in_b;
      c_shr:
        temp[7:0] = (in_a >> 1);
      c_shl:
        temp[7:0] = (in_a << 1);
      c_onescomp:
        temp[7:0] = ~(in_a);
      c_twoscomp:
        temp = ~(in_a) + 1;
      default:
        temp = 9'bXXXXXXXXX;  
    endcase
  end
  always @(*)
  begin
    if(temp[7:0]==0) alu_zero = 1;
    else if(temp[7:0]==8'h?x || temp[7:0]==8'hX?) alu_zero = 1'bX;
    else alu_zero = 0;
  end
  assign alu_out = temp[7:0];
  assign alu_carry = temp[8];  
endmodule
==> /design/flow/run.sh <==
#!/bin/bash
# OpenROAD 26Q1-2900-gdf79404cd8, Yosys 0.63+post, stock flow scripts
make -C /OpenROAD-flow-scripts/flow DESIGN_CONFIG=/design/flow/config.mk WORK_HOME=/design/flow/orfs finish
==> /design/flow/config.mk <==
export PLATFORM = sky130hd
export DESIGN_NAME = alu
export DESIGN_NICKNAME = alu
export VERILOG_FILES = /design/flow/design.v
export SDC_FILE = /design/flow/constraint.sdc
export NUM_CORES = 4
export LEC_CHECK = 1
export CORE_AREA = 10 10 97 97
export DIE_AREA = 0 0 107 107
==> /design/flow/constraint.sdc <==
current_design alu

set clk_period 6.7
set clk_io_pct 0.2

create_clock -name clk0 -period $clk_period

set non_clock_inputs [all_inputs -no_clocks]
set_input_delay [expr $clk_period * $clk_io_pct] -clock clk0 $non_clock_inputs
set_output_delay [expr $clk_period * $clk_io_pct] -clock clk0 [all_outputs]
==> reports/qor.txt <==
outcome: completed
total power divided by cell area: 75.0 mW/mm2
number of buffers inserted by post-CTS setup repair: 0
number of unconstrained endpoints: 2
final sum of negative setup slack: 0 ns
worst vdd rail ir drop: 0.0000445 V
port buffer count: 30
routed via count divided by cell count: 5.70
maximum clock frequency: 161 MHz
count of unclocked register or latch pins: 1
hold-fix buffers at CTS: 0
worst path arrival time: 4.86 ns
yosys stat cell total: 312
wire length of the first global-routing pass: 11300 um
count of final max-slew check failures: 0
number of setup violations in the final report: 0
startpoint types: input port
RSZ-0062 raised after global routing: false
ratio of final minimum period to clock period: 92.5%
transition at the pin with the smallest max-transition slack: 0.840 ns
placed instance area: 0.00248 mm2
Syn Area/Cell: 6.75 um2
floorplan die area: 0.0114 mm2
number of synthesized flops with an enable pin: 0
total of max-cap violations: 0
Main synth FF type: dlxtn_1
flip-flop count of the largest register, all copies and words added: 1
nature of the critical path endpoint: primary output
initial antenna violation count: 0
num ports: 30
Crit-path slowest cell: clkdlybuf4s50_1
fraction of synthesized cell area taken by the top area cell type: 17.8%
maximum number of pins on one net before global-route repair: 24
total wire length after detailed routing: 6800 um
Core Box Area: 0.00729 mm2
maximum cell stage delay along the critical path: 0.69 ns
number of cells on the worst hold path: 5
warning total across the stage logs: 52
horizontal die dimension: 107 um
async set-or-reset flop fraction in the synthesized netlist: 0%
Hold/Removal Path Class: input port to primary output
Final min period: 6.20 ns
worst min-delay path endpoint: alu_out[1]
gr usage total: 11.5%
Slew HR: 43.8%
chip area from the yosys synthesis statistics: 0.00211 mm2
number of global-route vias before repair: 2262
Cell Area, Synth: 0.00211 mm2
largest fanout of any net on the critical path: 11
library cells used by synthesis: 66
wire length per cell: 16.1 um
Post-Synthesis Cells: 312
critical setup path kind: input port to primary output
Warnings, synthesis: 5
FP Core Util: 28.9%
cell area after layout: 0.00248 mm2
detailed-placement wirelength estimate: 5270 um
synthesized flop and latch total: 1
first-iteration detailed-routing DRC count: 239
required time at the worst-slack endpoint: 5.36 ns
Min-Delay Startpoint: in_b[1]
Post-synth area hogs: ha_1 (18%), inv_1 (5.2%), a21oi_1 (5.0%), nand2_1 (4.5%), mux2i_1 (4.3%)
Antenna diodes: 0
layout cells sized above 1: 7.41%
Synth-to-Final Area Change: 18.0%
Routability Congestion: 0.936
Rows: 31
count of unresolved DRC violations after routing: 0
Leak Pwr: 0.992 nW
# resized after CTS: 0
total congestion overflow: 0
library cell occupying the most area in the post-synthesis netlist: ha_1
number of detailed-route iterations in the first pass: 5
die height: 107 um
overall via count from detail_route: 2409
series of cell instances along the critical path: clkdlybuf4s50_1 -> inv_1 -> ha_1 -> fa_1 -> xor2_1 -> a22o_1 -> a32oi_1 -> a32oi_1 -> nor3_1 -> o21ai_1 -> nor4_2 -> clkdlybuf4s50_1
post-detailed-route count of antenna-violating nets: 0
number of hold violations in the final report: 0
-- where the power goes --
group	total (mW)	internal [mW]	switching (mW)
clock	0	0	0
combinational	0.186	0.0854	0.100
sequential	0.000888	0.000825	0.0000636
-- area by class of cell --
| type | instances | area [um2] |
|---|---|---|
| Fill cell | 812 | 4810 |
| Multi-Input combinational cell | 253 | 1860 |
| Timing Repair Buffer | 40 | 375 |
| Tap cell | 99 | 124 |
| Inverter | 30 | 113 |
| Sequential cell | 1 | 15.0 |
-- worst max path at each step --
stage                 cells past startpoint  slack [ns]    start       end
after global routing                     12        0.29  in_a[0]  alu_zero
after CTS                                12        0.49  in_a[0]  alu_zero
final                                    12        0.50  in_a[0]  alu_zero
-- logic make-up (layout without fill, tap and decap cells) --
kind of cell / after synthesis / in the layout / synth area share (%)
latches: 1 / 1 / 0.713
XOR/XNOR: 3 / 3 / 1.25
adder cells (fa/ha/maj): 32 / 32 / 19.7
multiplexers: 10 / 10 / 4.81
AND/OR/NAND/NOR: 106 / 106 / 28.0
buffers and inverters: 58 / 70 / 11.1
AND-OR/OR-AND: 102 / 102 / 34.4
-- layout by cell type, fill, tap and decap left out, types with 4 or more instances in the layout --
cell,netlist,layout
nand2_1,25,25
nor2b_1,4,4
mux2i_1,9,9
nand3_1,14,14
nor2_1,10,10
ha_1,30,30
and3_1,4,4
o221ai_1,5,5
or2_2,4,4
a21oi_1,21,21
buf_4,0,10
a31oi_1,4,4
o211ai_1,5,5
nor3_1,8,8
o21ai_0,17,17
o2111ai_1,4,4
nand3b_1,4,4
clkdlybuf4s50_1,0,30
o21bai_1,4,4
inv_1,29,29
nand2b_1,8,8
a221oi_1,5,5
or3_1,5,5
-- critical path, delay by kind of cell --
family | cells | cell delay [ns]
buf+inv | 3 | 1.39
fa+ha+maj | 2 | 0.68
compound gates | 4 | 0.63
xor+xnor | 1 | 0.18
simple gates | 2 | 0.63
-- synth_stat cells, types with 3 or more instances --
| cell type | instances |
|---|---|
| nor4_1 | 3 |
| clkbuf_1 | 21 |
| o32ai_1 | 3 |
| and3_1 | 4 |
| nand2b_1 | 8 |
| nor2b_1 | 4 |
| or2_2 | 4 |
| a31oi_1 | 4 |
| nor3b_1 | 3 |
| o31ai_1 | 3 |
| or3_1 | 5 |
| nand2_1 | 25 |
| nor3_1 | 8 |
| mux2i_1 | 9 |
| o21ai_0 | 17 |
| nand3b_1 | 4 |
| a32oi_1 | 3 |
| o2111ai_1 | 4 |
| nand3_1 | 14 |
| nor2_1 | 10 |
| a221oi_1 | 5 |
| ha_1 | 30 |
| buf_2 | 6 |
| o211ai_1 | 5 |
| a21oi_1 | 21 |
| o221ai_1 | 5 |
| o21bai_1 | 4 |
| inv_1 | 29 |
-- per-stage QoR --
step	total power [mW]	std cells	hold WS, ns	utilization, %	setup WS [ns]
global placement	0.185	423	3.98	34.1	0.539
finish	0.186	423	3.95	34.1	0.500
global route	0.208	423	4.02	34.1	0.286
CTS	0.185	423	3.97	34.1	0.493
floorplan	0.115	312	2.96	-	1.97
detailed placement	0.183	423	3.98	34.1	0.517
-- layer usage --
metal	GRT usage [%]	wire (um)	vias up
met5	0	0	-
met1	16.4	3220	1091
li1	-	-	1187
met2	18.1	2990	121
met3	1.58	512	10
met4	2.32	84	0
Power figures rest on the tool's default switching activity, not on a simulated workload.
